$ cat design/flow/config.mk
export PLATFORM = sky130hd
export DESIGN_NAME = FS_8
export DESIGN_NICKNAME = FS_8
export VERILOG_FILES = /design/flow/design.v
export SDC_FILE = /design/flow/constraint.sdc
export NUM_CORES = 4
export LEC_CHECK = 1
export CORE_AREA = 10 10 70 70
export DIE_AREA = 0 0 80 80
$ cat design/flow/constraint.sdc
current_design FS_8

set clk_period 3.4
set clk_io_pct 0.2

create_clock -name clk0 -period $clk_period

set non_clock_inputs [all_inputs -no_clocks]
set_input_delay [expr $clk_period * $clk_io_pct] -clock clk0 $non_clock_inputs
set_output_delay [expr $clk_period * $clk_io_pct] -clock clk0 [all_outputs]
$ cat design/flow/design.v
module halfsub(x,y,sout,diff);
  input x,y;
  output diff,sout;
	assign diff = x^y;
	assign sout = (~x)&y;
endmodule
module fullsub_1(sub_in,x,y,diff,sub_out);
	input x,y,sub_in;
	output diff,sub_out;
	wire s_out1,s_out2;
	halfsub hs_1(x,y,sout_1,diff_1);
	halfsub hs_2(diff_1,sub_in,sout_2,diff);
	assign sub_out = sout_2|sout_1; 
endmodule
module fullsub_2(sub_in,x,y,diff,sub_out);
	input sub_in;
	input x;
	input y;
	output diff;
	output sub_out;
	assign diff = x^y^sub_in;
	assign sub_out = (~x&(y^sub_in))|(y&sub_in);
endmodule
module fullsub_3(sub_in,x,y,diff,sub_out);
	input sub_in;
	input x;
	input y;
	output reg diff;
	output reg sub_out;
	always@(*) begin
		diff = x^y^sub_in;
		sub_out = (~x&(y^sub_in))|(y&sub_in);
	end
endmodule
module fullsub_4(sub_in,x,y,diff,sub_out);
	input sub_in;
	input x;
	input y;
	output diff;
	output sub_out;
	assign diff = x - y - sub_in;
	assign sub_out = (~x&(y^sub_in))|(y&sub_in);
endmodule
module fullsub_5(sub_in,x,y,diff,sub_out);
	input sub_in;
	input x;
	input y;
	output diff;
	output sub_out;
	reg out;
	assign {diff,sub_out} = out;
	always@(*)
	  case ({sub_in,x,y})
	  3'b000: out = 2'b00;
	  3'b001: out = 2'b10;
	  3'b010: out = 2'b11;
		3'b011: out = 2'b00;
		3'b100: out = 2'b11;
		3'b101: out = 2'b00;
		3'b110: out = 2'b01;
		3'b111: out = 2'b11;
	endcase
endmodule
module fullsub_6(sub_in,x,y,diff,sub_out);
	input sub_in;
	input x;
	input y;
	output reg diff;
	output reg sub_out;
	always@(*) begin
	if(sub_in) begin diff = ~(x^y); sub_out = x|(~y);end
	  else begin  diff = (x^y);sub_out = x&(~y);end
	end
endmodule
module FS_8(sub_in,x,y,diff,sub_out);
	input [7:0]x,y;
	input sub_in;
	output sub_out;
	output [7:0]diff;
	wire [7:1]sub_o;
	fullsub_2 FS7(sub_in,x[7],y[7],diff[7],sub_o[7]);
	fullsub_2 FS6(sub_o[7],x[6],y[6],diff[6],sub_o[6]);
	fullsub_2 FS5(sub_o[6],x[5],y[5],diff[5],sub_o[5]);
	fullsub_2 FS4(sub_o[5],x[4],y[4],diff[4],sub_o[4]);
	fullsub_2 FS3(sub_o[4],x[3],y[3],diff[3],sub_o[3]);
	fullsub_2 FS2(sub_o[3],x[2],y[2],diff[2],sub_o[2]);
	fullsub_2 FS1(sub_o[2],x[1],y[1],diff[1],sub_o[1]);
	fullsub_2 FS0(sub_o[1],x[0],y[0],diff[0],sub_out);
endmodule
$ cat design/flow/run.sh
#!/bin/bash
# OpenROAD 26Q1-2900-gdf79404cd8, Yosys 0.63+post, stock flow scripts
make -C /OpenROAD-flow-scripts/flow DESIGN_CONFIG=/design/flow/config.mk WORK_HOME=/design/flow/orfs finish
==> GITHUB_STEP_SUMMARY <==
### Flow metrics

| Metric | Value |
|---|---|
| Synthesized area per cell | `8.464 µm²` |
| Setup repair after global routing missed its margin | `true` |
| Yosys Instances | `34` |
| Status | `complete, but fails checks` |
| Wire per inst | `7.867 µm` |
| Final cell utilization of the core | `16.56%` |
| Most used cell, CP | `fa_2` |
| Unique masters post-synth | `3` |
| Cell taking the most area after synthesis | `fa_1` |
| Die area | `6400 µm²` |
| Count of routing violations after the opening detailed-route iteration | `0` |
| Transition time at the pin with the least slew margin | `0.1060 ns` |
| Category of the critical setup timing path | `primary input to output pin` |
| Violated checks | `negative setup slack` |
| Power per unit of standard cell area | `144.8 nW/µm²` |
| Hold Violations, Final | `0` |
| Number of instances in the synthesized netlist | `34` |
| Number of buffers inserted to repair setup after CTS | `0` |
| Number of buffers and inverters on the critical path | `5` |
| Post-synth top area share | `55.65%` |
| Arrival time of the worst setup path | `3.68 ns` |
| Cell with the largest stage delay on the worst path | `fa_2` |
| Total via count after detailed routing | `238` |
| Final worst setup slack | `-0.9619 ns` |
| Critical path's largest stage delay | `0.41 ns` |
| Die y size | `80 µm` |
| Chip area from the yosys synthesis statistics | `287.8 µm²` |
| Max Freq | `229.3 MHz` |
| Count of sequential standard cells | `0` |
| Period utilization | `128.3%` |
| Final ANT Viol Nets | `0` |
| DP Wirelength | `775.8 µm` |
| Minimum period implied by the final worst setup slack | `4.362 ns` |
| Post-Route Hold Slack | `2.104 ns` |
| Kind of cell with the highest combined delay on the critical path | `adder cells` |
| Leakage power | `0.0002592 µW` |
| Setup violators final | `5` |
| Number of port buffers | `26` |
| CP cell instances | `buf_8, inv_12, fa_2, inv_2, fa_2, fa_2, fa_2, fa_2, fa_2, fa_2, inv_2, fa_2, buf_2` |
| Startpoint of the worst setup timing path | `y[7]` |
| Layout cells sized above 1 | `42.31%` |
| Hold_sp | `x[7]` |
| Number of max-cap violations | `0` |
| Vias per cell | `2.429` |
| Leading cell types by total area after synthesis | `fa_1 (56%), inv_1 (23%), buf_4 (21%)` |
| Sequential area share after synthesis | `0%` |
| Die boundary width | `80 µm` |
| Sequential cell area in the final layout | `0 µm²` |
| Antenna diodes | `0` |
| Hold Crit Class | `primary input to output pin` |
| Total I/O pin count | `26` |
| Global route overflow | `0` |
| Area of the placeable core | `3416 µm²` |
| Number of clock-tree buffers in the layout | `0` |
| Via count of the first global-routing pass | `272` |
| Cell Count Post-Placement | `98` |
| Layout overhead on the synthesized area | `96.52%` |
| Category of the worst setup path launch point | `primary input` |
| Top fanout value on the critical path | `1` |
| Routability-driven placement congestion ratio | `0.8455` |
| First-pass GRT wire length | `1179 µm` |
| Tightest slew margin relative to the limit | `92.91%` |
| Number of pins exceeding their max-slew limit in the final report | `0` |
| Drc violations | `0` |
| Count of hold buffers inserted by post-cts repair | `0` |
| Tool warning count | `35` |
| YS warnings | `0` |
| GRT Total Usage | `2.283%` |
| Worst vdd rail ir drop | `41.68 µV` |
| DR pass1 iterations | `1` |
| Critical Path Sink Type | `output pin` |
| Num rows | `21` |
| Combined area of all synthesized cells | `287.8 µm²` |
| Total wire length after detailed routing | `771 µm` |
| Post-route insts no fill | `98` |
| Required arrival time at the worst endpoint | `2.72 ns` |
| Largest net degree at the start of global routing | `2` |
| Initial antenna violation count | `0` |
| Fraction of the core area occupied by cells at floorplan | `8.425%` |
[where the power goes]
group | leakage (µW) | internal (µW) | switching [µW]
Clock | 0 | 0 | 0
Combinational | 0.000259 | 54.3 | 27.6
Sequential | 0 | 0 | 0
[final timing paths]
kind / depth (start not counted) / slack, ns / end
max: 13 / -0.96 / diff[0]
min: 3 / 2.10 / diff[7]
[repair_timing]
action	CTS	global route
gates resized	38	5
setup endpoints to repair	7	5
pin swaps	8	8
[kinds of logic after synthesis]
logic type                 after synthesis  share of synthesized area [%]
buffers and inverters                   26                          44.35
adders and majority gates                8                          55.65
[layer usage]
layer	wire (µm)	track usage, %	up-vias
li1	-	-	112
met1	424	3.518	100
met2	202	2.729	26
met3	144	1.364	0
met4	0	0	0
met5	0	0	-
[cell usage in the layout, fill, tap and decap left out]
cell / instances
clkdlybuf4s50_1: 15
buf_6: 1
inv_2: 4
clkinv_4: 1
fa_2: 8
buf_2: 5
dlygate4sd2_1: 3
inv_1: 12
inv_12: 1
buf_8: 2
[tightest hold or removal path, stage by stage]
cell and delay [ns]:
buf_2 0.09, fa_2 0.19, clkdlybuf4s50_1 0.46
[final cells by class]
class | instances | area (µm²)
well taps | 46 | 57.56
multi-input cells | 8 | 180.2
fillers | 389 | 2850
repair buffers | 26 | 242.7
inverters | 18 | 85.08
[per-stage QoR]
| stage | instance area (µm²) | setup slack [ns] | setup TNS, ns | total power (µW) |
|---|---|---|---|---|
| floorplan | 322.8 | -0.7909 | -1.966 | 47.85 |
| global placement | 580.6 | -1.768 | -7.518 | 92.51 |
| CTS | 555.5 | -1.173 | -3.690 | 80.81 |
| detailed placement | 580.6 | -1.790 | -7.582 | 92.72 |
| global route | 565.5 | -1.066 | -3.233 | 93.97 |
| finish | 565.5 | -0.9619 | -2.741 | 81.87 |
[synthesized netlist by cell type]
master   n
buf_4    8
inv_1   18
fa_1     8
No activity file was given, so power comes from the tool's default toggle rates.
