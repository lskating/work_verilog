==> run.sh <==
#!/bin/bash
# OpenROAD 26Q1-2900-gdf79404cd8, Yosys 0.63+post, stock flow scripts
make -C /OpenROAD-flow-scripts/flow DESIGN_CONFIG=/design/flow/config.mk WORK_HOME=/design/flow/orfs finish
==> config.mk <==
export PLATFORM = sky130hd
export DESIGN_NAME = shifter2
export DESIGN_NICKNAME = shifter2
export VERILOG_FILES = /design/flow/design.v
export SDC_FILE = /design/flow/constraint.sdc
export NUM_CORES = 4
export LEC_CHECK = 1
export CORE_AREA = 10 10 79 79
export DIE_AREA = 0 0 89 89
==> constraint.sdc <==
current_design shifter2

set clk_period 3.2
set clk_io_pct 0.2

create_clock -name clk0 -period $clk_period [get_ports {clk}]

set non_clock_inputs [all_inputs -no_clocks]
set_input_delay [expr $clk_period * $clk_io_pct] -clock clk0 $non_clock_inputs
set_output_delay [expr $clk_period * $clk_io_pct] -clock clk0 [all_outputs]
==> design.v <==
module shifter(clk,shift,cin,indata,outdata,cout);
	input clk,cin;
	input [2:0]shift;
	input [15:0]indata;
	output reg cout;
	output reg [15:0]outdata;
	wire [15:0]left,right;
	assign left = outdata << 1;
	assign left_o = outdata[15];
	assign right = outdata >> 1;
	assign right_o = outdata[0];
	always@(posedge clk) begin
		case(shift)
			3'd0: begin outdata <= {left[15:1],outdata[15]};cout <= left_o;	end		 	 
			3'd1: begin outdata <= {left[15:1],cin};cout <= left_o;	end					 
			3'd2: begin outdata <= {outdata[0],right[14:0]};cout <= right_o;end 		 
			3'd3: begin outdata <= {cin,right[14:0]};cout <= right_o;end				 
			3'd4: begin outdata <= indata; cout<= 1'b0;end								 
			default: begin outdata <= outdata; cout<= cout; end
		endcase
	end
endmodule
module shifter2(clk,shift,cin,indata,outdata,cout);
	input clk,cin;
	input [2:0]shift;
	input [15:0]indata;
	output reg cout;
	output reg [15:0]outdata;
	wire [15:0]left,right;
	assign left = outdata << 1;
	assign left_o = outdata[15];
	assign right = outdata >> 1;
	assign right_o = outdata[0];
	always@(posedge clk) begin
		if (shift==3'd0) {outdata,cout} <= {{left[15:1],outdata[15]},left_o};		 	 
		else if(shift==3'd1) {outdata,cout} <= {{left[15:1],cin},left_o};				 
		else if(shift==3'd2) {outdata,cout} <= {{outdata[0],right[14:0]},right_o}; 		 
		else if(shift==3'd3) {outdata,cout} <= {{cin,right[14:0]},right_o};				 
		else if(shift==3'd4) {outdata,cout} <= {indata,1'b0};							 
		else {outdata,cout} <= {outdata,cout};
	end
endmodule
==> flow_summary.toml <==
# physical design summary
[setup_path]
cp-end-kind = "register"
path_max_fanout = 11
critPathLaunch = "shift[1]"
critical_path_class = "primary input to register"
start_kind = "primary input"
arrival_ns = 2.01
cp.required_ns = 3.20
path_cells = "clkdlybuf4s50_1, buf_4, mux2i_1, o21ai_1"
r2r-start = "outdata[1]"
crit_path_max_incr_delay_ns = 0.74
critPathBufInv = 2
slowest_stage = "clkdlybuf4s50_1"
cp_top_family = "buffers and inverters"

[outcome]
outcome = "completed"

[routing]
num_vias = 725
drcViolationCount = 0
dr.pass1.iters = 4
via_per_inst = 4.265
drt-initial-drc-count = 76
n_antenna_cell = 0
routedWlPerCell_um = 14.36
detail-route-antenna-nets = 0
wl_um = 2441

[timing]
fmax_ghz = 0.4963
finalCriticalPeriod_ns = 2.015
period_used_pct = 62.96
finalHoldViolCount = 0
slew-limit-headroom_pct = 66.79
layout_setup_ws_ns = 1.185
tns_ns = 0
skew_ns = 0.001947
setup_violations = 0
rsz0062_at_grt = "false"
final_max_slew_viol_count = 0
max_slew.worst_pin.slew_ns = 0.4966

[global_route]
overflow = 0
grt_util_all_layers_pct = 6.299
grt_start_max_net_pins = 22
antenna_found_initial = 0
grt_pass1_wl_um = 3850
grt_pass1_vias = 756

[yosys]
ys_ff = 17
top_cells_by_area = "edfxtp_1 55%, mux2i_1 16%, o21ai_1 7.5%"
syn_inst = 80
ys_cells = 80
yosys.stat.chipArea_um2 = 935.9
ys_types = 16
top_area_cell = "edfxtp_1"
synth_warnings = 3
ys_seq_share_pct = 54.55
top_area_share_pct = 54.55
netlist_area_um2 = 935.9
syn_avg_cell_area_um2 = 11.70

[die]
die_width_um = 89
fp_util_pct = 20.08
rows = 25
chip_area_um2 = 7921
core_area_um2 = 4661
fp.dieH_um = 89
io_pins = 38

[flow_run]
cap_violations = 0
log.warning_count = 25

[cts]
cts_setup_buffers = 0
path_clk_slew_ns = 0.06
cts_sinks = 17
cts_tree = "built"
cts_buffer_depth = 2
cts_hold_buf = 0
clkLatencyLatePin_ns = 0.25
htree_levels = 1
cts_buffers = 3
clockRootBuffer = "clkbuf_8"
cts_resized = 0

[placement]
place.gp.congestion = 0.7688
io_buffer_count = 37
dp_hpwl_um = 1922
pre_cts_ws_ns = 0.9135

[finish]
drive_gt1_share_pct = 8.621
fillers = 469
area_growth_pct = 47.86

[power]
powerDensity_nw_per_um2 = 415.9
p_leak_nw = 0.5205
p_total_mw = 0.5755
peakVddDrop_mv = 0.1822

[worst_hold_path]
hp-start = "outdata[8]"
hold_class = "register to register"
-- layout by cell type (no fill, tap or decap) --
master | synthesis | final
a21oi_1 | 1 | 1
a311oi_2 | 2 | 2
buf_4 | 2 | 3
clkbuf_1 | 0 | 1
clkbuf_8 | 0 | 3
clkdlybuf4s50_1 | 0 | 37
edfxtp_1 | 17 | 17
inv_1 | 1 | 1
mux2i_1 | 15 | 15
nand2_1 | 14 | 14
nand2b_1 | 2 | 2
nor2_1 | 1 | 1
nor2b_1 | 2 | 2
nor3_2 | 1 | 1
nor3b_2 | 1 | 1
o21ai_1 | 14 | 15
-- power breakdown --
group | total (mW) | switching, mW | internal [mW]
sequential | 0.295 | 0.0191 | 0.276
clock | 0.158 | 0.0698 | 0.0882
combinational | 0.123 | 0.0414 | 0.0815
total | 0.576 | 0.130 | 0.445
-- metrics by stage --
step                cell area, µm²  utilization (%)  hold WS (ns)  cells
detailed placement            1339            28.72        0.6535    166
CTS                           1384            29.69        0.6690    170
global route                  1384            29.69        0.7115    170
floorplan                    935.9                -        0.5877     80
finish                        1384            29.69        0.6622    170
global placement              1339            28.72        0.6501    166
-- final timing paths --
kind,to,slack [ns],cells past startpoint
worst max-delay path,outdata[9],1.19,4
worst min-delay path,outdata[7],0.66,2
worst max register to register,outdata[0],2.23,2
worst min register to register,outdata[7],0.66,2
-- registers in the layout (all words and copies together), names as in the netlist --
register and count:
cout 1, outdata 16
-- kinds of logic after synthesis --
group / after synthesis / share of synthesized area, %
multiplexers: 15 / 16.04
flip-flops: 17 / 54.55
AND-OR/OR-AND: 18 / 11.76
AND/OR/NAND/NOR: 21 / 11.10
buffers and inverters: 9 / 6.550
-- cells in the mapped netlist --
cell type,count
edfxtp_1,17
mux2i_1,15
nand2_1,14
o21ai_1,14
buf_2,4
a311oi_2,2
buf_4,2
buf_6,2
nand2b_1,2
nor2b_1,2
a21oi_1,1
inv_1,1
nor2_1,1
nor3_2,1
nor3b_2,1
o21ai_0,1
-- layer usage --
metal  up-vias  share of wire, %  global-route usage [%]  routed length [µm]
met5         -                 0                       0                   0
met4         0              0.25                  0.2890                   6
met2        21                47                   9.907                1148
li1        362                 -                       -                   -
met1       340                44                   8.122                1064
met3         2               9.1                   3.122                 221
-- worst reg2reg max path, delay by kind of cell, from the launching register on --
kind	cells	cell delay (ns)
AOI/OAI and AO/OA	1	0.05
DFF	1	0.45
and+or+nand+nor	1	0.22
-- layout make-up --
class | count | area (µm²) | area share (%)
repair buffers | 40 | 392.9 | 28.39
clock buffers | 4 | 45.04 | 3.255
well taps | 54 | 67.56 | 4.882
flip-flops and latches | 17 | 510.5 | 36.89
inverters | 1 | 3.754 | 0.2712
multi-input cells | 54 | 364.1 | 26.31
Power figures rest on the tool's default switching activity, not on a simulated workload.
